$ cat /design/flow/config.mk
export PLATFORM = sky130hd
export DESIGN_NAME = led_controler
export DESIGN_NICKNAME = led_controler
export VERILOG_FILES = /design/flow/design.v
export SDC_FILE = /design/flow/constraint.sdc
export NUM_CORES = 4
export LEC_CHECK = 1
export CORE_AREA = 10 10 70 70
export DIE_AREA = 0 0 80 80
$ cat /design/flow/constraint.sdc
current_design led_controler

set clk_period 2.2
set clk_io_pct 0.2

create_clock -name clk0 -period $clk_period [get_ports {clk}]

set non_clock_inputs [all_inputs -no_clocks]
set_input_delay [expr $clk_period * $clk_io_pct] -clock clk0 $non_clock_inputs
set_output_delay [expr $clk_period * $clk_io_pct] -clock clk0 [all_outputs]
$ cat /design/flow/design.v
`timescale 1ns / 1ps
module led_controler (
    input  logic       clk,
    input  logic       reset,
    input  logic       start,
    input  logic [7:0] rx_data,
    input  logic       rx_done,
    output logic [7:0] led
);
    typedef enum {
        IDLE,
        DATA
    } state_e;
    state_e state, state_next;
    logic [7:0] led_reg, led_next;
    assign led = led_reg;
    always_ff @(posedge clk, posedge reset) begin
        if (reset) begin
            state   <= IDLE;
            led_reg <= 0;
        end else begin
            state   <= state_next;
            led_reg <= led_next;
        end
    end
    always_comb begin
        state_next = state;
        led_next   = led_reg;
        case (state)
            IDLE: begin
                if (start) begin
                    state_next = DATA;
                end
            end
            DATA: begin
                if (rx_done) begin
                    led_next   = rx_data;
                    state_next = IDLE;
                end
            end
        endcase
    end
endmodule
$ cat /design/flow/run.sh
#!/bin/bash
# OpenROAD 26Q1-2900-gdf79404cd8, Yosys 0.63+post, stock flow scripts
make -C /OpenROAD-flow-scripts/flow DESIGN_CONFIG=/design/flow/config.mk WORK_HOME=/design/flow/orfs finish
==> flow_summary.yaml <==
# generated from flow reports
placement:
  hpwl_um: 852
  dp_worst_setup_slack_ps: 661
  io_buffers: 19
  placed_area_um2: 626
  place_congestion: 0.659
power:
  p_leak_uw: 0.000269
  total_power_uw: 688
  p_per_area_nw_per_um2: 1040
  peakVddDrop_uv: 181
floorplanning:
  io_pins: 20
  rows: 21
  core_area_um2: 3420
  die_area_um2: 6400
  die_y_um: 80
  fp-utilization_pct: 11.1
  die_x_um: 80
sta:
  max_slew_margin_pct: 75.5
  finalClockPeriodUsage_pct: 70.0
  slew_violations: 0
  setup_viol: 0
  fin_crit_ps: 1540
  layout_setup_ws_ps: 660
  rsz0062_at_grt: "no"
  max_freq_ghz: 0.650
  clock-skew-final_ps: 1.49
  tightest_slew_ps: 368
  hold_violations: 0
  tns_ps: 0
global_route:
  overflow: 0
  grt_max_degree: 11
  grt_usage_pct: 3.27
  grt_pass1_vias: 293
  grt_pass1_wl_um: 1560
  antenna_found_initial: 0
routing:
  drc: 0
  drtAntennaViolNets: 0
  firstDrtPassIters: 2
  vias_per_cell: 2.90
  postRouteWirelength_um: 1020
  antenna_cells: 0
  vias: 273
  drt-initial-drc-count: 2
  avgRoutedWirePerCell_um: 10.9
setup_path:
  critPathBufInv: 1
  end_kind: "output port"
  critical_path.top_delay_family: "buffers and inverters"
  crit_type: "reg -> out"
  cp_cell_sequence: "clkdlybuf4s50_1"
  crit_arrival_ps: 1100
  critPathRequiredTime_ps: 1760
  slowest_delay_ps: 490
  path_max_fanout: 2
  critPathSlowestCell: "clkdlybuf4s50_1"
  critPathLaunchType: "flop"
finish:
  area_growth_pct: 75.2
  comb_area_um2: 115
  fin_util_pct: 19.4
  largest_reg_flops: 8
  fin_area_um2: 662
  drive_gt1_share_pct: 29.2
  fill_cells: 378
  register_area_um2: 251
clock_network:
  numClockSinks: 10
  cts_tree: "built"
  cts.root.buffer_cell: "clkbuf_4"
  htree_num_levels: 1
  clock_path_buffers: 2
  cts_setup_buffers: 0
  cts_resized: 0
  cts_buffers: 3
  ctsHoldBuffers: 0
  clk_pin_slew_worst_paths_ps: 60
  clock_latency_ps: 260
synth:
  synth.yosys.warnings: 1
  syn_area_um2: 378
  numSynthFlops: 10
  synth-seq-area-share_pct: 66.6
  ys_area_um2: 378
  synth_stat.cells: 25
  netlist_instances: 25
  syn_avg_cell_area_um2: 15.1
  synth_cell_types: 7
flow_run:
  tool_warnings: 25
  drv_cap: 0
hold_path:
  hold_path_class: "in -> async"
run_status:
  status: "complete, no violations"
power breakdown:
part / total (µW) / switching, µW / leakage [µW] / internal [µW]
clock network: 158 / 58.2 / 0.0000210 / 100
logic: 229 / 45.6 / 0.000131 / 184
registers: 300 / 38.6 / 0.000117 / 261
cell families (layout without fill, tap and decap cells):
family          Yosys count  in the layout  synth area share, %
buf+inv                   3             26                 2.98
simple gates              2              2                 3.97
flops                    10             10                 66.6
compound gates            2              2                 2.65
mux                       8              8                 23.8
placed cells by master, fill, tap and decap left out, drive strengths merged:
master         instances
inv                    3
dfstp                  1
o21ai                  2
nand2                  2
dfrtp                  9
mux2                   8
clkbuf                 4
clkdlybuf4s50         19
per-stage QoR:
step,cells,hold slack (ps)
4_1_cts,94,450
6_report,94,447
3_3_place_gp,90,460
5_1_grt,94,481
2_1_floorplan,25,279
3_5_place_dp,90,461
final cells by class:
| cell class | instances | area share, % |
|---|---|---|
| sequential | 10 | 38.0 |
| timing repair buffer | 19 | 28.7 |
| multi-input combinational | 12 | 17.4 |
| tap | 46 | 8.70 |
| clock buffer | 4 | 5.48 |
| inverter | 3 | 1.70 |
per-layer routing:
layer / GRT usage [%] / up-vias / part of all wire, %
li1: - / 129 / -
met1: 3.88 / 126 / 42
met2: 4.25 / 14 / 40
met3: 2.95 / 4 / 16
met4: 0.704 / 0 / 1.2
met5: 0 / - / 0
synthesized netlist by cell type (all sizes together):
library cell	instances	area [µm²]
o21ai	2	10.0
dfstp	1	26.3
nand2	2	15.0
dfrtp	9	225
inv	3	11.3
mux2	8	90.1
path summary, 6_finish.rpt:
| path | from | end | slack [ps] | cells after the start |
|---|---|---|---|---|
| max | led_reg[7]$_DFFE_PP0P_ | led[7] | 660 | 1 |
| min | reset | led_reg[3]$_DFFE_PP0P_ | 450 | 2 |
| max reg2reg | state[1]$_DFF_PP0_ | led_reg[4]$_DFFE_PP0P_ | 1210 | 2 |
| min reg2reg | state[0]$_DFF_PP1_ | state[0]$_DFF_PP1_ | 470 | 2 |
| max in group asynchronous | reset | state[0]$_DFF_PP1_ | 1450 | 2 |
| min in group clk0 | state[0]$_DFF_PP1_ | state[0]$_DFF_PP1_ | 470 | 2 |
Power figures rest on the tool's default switching activity, not on a simulated workload.
