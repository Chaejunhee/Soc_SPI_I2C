File: design/flow/design.v
`timescale 1ns / 1ps
module I2C_fnd_slave (
    input  logic       clk,
    input  logic       reset,
    input  logic       scl,
    inout  logic       sda,
    input  logic [7:0] tx_data,
    output logic       tx_ready,
    output logic       tx_done,
    output logic [7:0] rx_data,
    output logic       rx_done,
    output logic       start
);
    logic scl_sync1, scl_sync2;
    logic scl_rising_edge, scl_falling_edge;
    always_ff @(posedge clk, posedge reset) begin
        if (reset) begin
            scl_sync1 <= 0;
            scl_sync2 <= 0;
        end else begin
            scl_sync1 <= scl;
            scl_sync2 <= scl_sync1;
        end
    end
    assign scl_rising_edge  = scl_sync1 & ~scl_sync2;
    assign scl_falling_edge = ~scl_sync1 & scl_sync2;
    typedef enum {
        IDLE,
        ADDR,
        READ,
        WRITE,
        ACK1,
        ACK2,
        ACK3,
        DACK1,
        DACK2,
        DACK3,
        DACK4,
        STOP
    } state_e;
    state_e state, state_next;
    logic sda_out_en, sda_out_en_next;
    logic sda_write_reg, sda_write_next;
    logic [7:0] rx_data_reg, rx_data_next;
    logic [2:0] bit_cnt_reg, bit_cnt_next;
    logic [7:0] addr_next, addr_reg;
    logic [1:0] byte_data_cnt, byte_data_cnt_next;
    assign rx_data = rx_data_reg;
    always_ff @(posedge clk, posedge reset) begin
        if (reset) begin
            state         <= IDLE;
            sda_out_en    <= 1'b0;
            sda_write_reg <= 0;
            rx_data_reg   <= 0;
            bit_cnt_reg   <= 0;
            addr_reg      <= 0;
            byte_data_cnt <= 0;
        end else begin
            state         <= state_next;
            sda_out_en    <= sda_out_en_next;
            sda_write_reg <= sda_write_next;
            rx_data_reg   <= rx_data_next;
            bit_cnt_reg   <= bit_cnt_next;
            addr_reg      <= addr_next;
            byte_data_cnt <= byte_data_cnt_next;
        end
    end
    always_comb begin
        state_next         = state;
        sda_out_en_next    = sda_out_en;
        sda_write_next     = sda_write_reg;
        rx_data_next       = rx_data_reg;
        bit_cnt_next       = bit_cnt_reg;
        addr_next          = addr_reg;
        rx_done            = 1'b0;
        byte_data_cnt_next = byte_data_cnt;
        start              = 0;
        case (state)
            IDLE: begin
                sda_out_en_next = 1'b0;
                byte_data_cnt_next = 0;
                if (scl && ~sda) begin
                    state_next   = ADDR;
                    bit_cnt_next = 0;
                end
            end
            ADDR: begin
                sda_out_en_next = 1'b0;
                if (scl_rising_edge) begin
                    addr_next = {addr_reg[6:0], sda};
                    if (bit_cnt_reg == 7) begin
                        bit_cnt_next = 0;
                        state_next   = ACK1;
                    end else begin
                        bit_cnt_next = bit_cnt_reg + 1;
                    end
                end
            end
            ACK1: begin
                if (scl_falling_edge) begin
                    state_next = ACK2;
                end
            end
            ACK2: begin
                sda_out_en_next = 1'b0;
                sda_write_next  = 1'b0;
                if (scl_rising_edge) begin
                    state_next = ACK3;
                end
            end
            ACK3: begin
                sda_out_en_next = 1'b0;
                sda_write_next  = 1'b0;
                if (scl_falling_edge) begin
                    sda_out_en_next = 1'b0;
                    rx_done = 1'b1;
                    if (addr_reg[7:1] == 7'b1110000) begin
                        state_next = READ;
                        start = 1;
                    end else begin
                        state_next = IDLE;
                        addr_next   = 0;
                    end
                end
            end
            READ: begin
                if (scl_rising_edge) begin
                    rx_data_next = {rx_data_reg[6:0], sda};
                    if (bit_cnt_reg == 7) begin
                        bit_cnt_next = 0;
                        state_next   = DACK1;
                    end else begin
                        bit_cnt_next = bit_cnt_reg + 1;
                    end
                end
            end
            DACK1: begin
                if (scl_falling_edge) begin
                    state_next = DACK2;
                end
            end
            DACK2: begin
                sda_out_en_next = 1'b1;
                sda_write_next  = 1'b0;
                if (scl_rising_edge) begin
                    state_next = DACK3;
                end
            end
            DACK3: begin
                sda_out_en_next = 1'b1;
                sda_write_next  = 1'b0;
                if (scl_falling_edge) begin
                    state_next = DACK4;
                end
            end
            DACK4: begin
                sda_out_en_next = 1'b1;
                sda_write_next  = 1'b0;
                if (scl_rising_edge) begin
                    rx_done = 1'b1;
                    state_next = STOP;
                    sda_out_en_next = 1'b0;
                end
            end
            STOP: begin
                if (sda && scl) begin
                    state_next = IDLE;
                end
            end
        endcase
    end
endmodule
File: design/flow/run.sh
#!/bin/bash
# OpenROAD 26Q1-2900-gdf79404cd8, Yosys 0.63+post, stock flow scripts
make -C /OpenROAD-flow-scripts/flow DESIGN_CONFIG=/design/flow/config.mk WORK_HOME=/design/flow/orfs finish
File: design/flow/config.mk
export PLATFORM = sky130hd
export DESIGN_NAME = I2C_fnd_slave
export DESIGN_NICKNAME = I2C_fnd_slave
export VERILOG_FILES = /design/flow/design.v
export SDC_FILE = /design/flow/constraint.sdc
export NUM_CORES = 4
export LEC_CHECK = 1
export CORE_AREA = 10 10 112 112
export DIE_AREA = 0 0 122 122
File: design/flow/constraint.sdc
current_design I2C_fnd_slave

set clk_period 2.4
set clk_io_pct 0.2

create_clock -name clk0 -period $clk_period [get_ports {clk}]

set non_clock_inputs [all_inputs -no_clocks]
set_input_delay [expr $clk_period * $clk_io_pct] -clock clk0 $non_clock_inputs
set_output_delay [expr $clk_period * $clk_io_pct] -clock clk0 [all_outputs]
==> metrics.yaml <==
floorplan:
  rows: 37
  die_y_um: 122
  die_w_um: 122
  initial_core_util: 0.147
  num_io_pins: 24
final_timing:
  untimed_endpoints: 1
synthesis:
  top_area_frac: 0.515
  syn_area_per_cell_um2: 11.6
  area_leaders: "dfrtp_1 51%, mux2_4 8.0%, a22o_1 3.5%"
  syn-cell-area_um2: 1510
  ys_types: 38
  yosys_warnings: 3
  top_cell: "dfrtp_1"
  syn_inst: 130
  synthArstFlopShare: 1.00
  yosysChipArea_um2: 1510
  ys_top_cells_by_count: "31 x dfrtp_1, 10 x a21oi_1, 9 x nand2_1"
  synth_flops: 32
  flop_cell: "dfrtp_1"
  synth_seq_share: 0.532
  synth-edff-count: 0
  yosys.area.top_type: "dfrtp_1"
  ys_cells: 130
clock_tree:
  clock-sinks: 32
  hold_buffers: 0
  cts_resized: 0
  clockBufferDepth: 2
  cts_setup_buffers: 0
  cts-root-buf: "clkbuf_8"
  numCtsBuffers: 5
  htreeDepth: 2
outcome:
  status: "aborted with a tool error"
  stop_stage: "5_1_grt"
  stop_error: "[ERROR RSZ-0074] Failed to build tree from global routes for pin 'sda' and net 'sda' at grid (72450, 113850): found route to 6 pins, expected 5"
place:
  gp_congestion: 0.736
  placement.cell_area_um2: 1790
  io_buffers: 12
  hpwl_um: 2030
global_route:
  grt_max_degree: 33
-- logic make-up after synthesis --
family,share of synthesized area
AOI/OAI and AO/OA,0.182
adders and majority gates,0.0166
buffers and inverters,0.0390
DFF,0.532
muxes,0.0797
other,0.00249
and+or+nand+nor,0.148
-- metrics by stage --
| stage | instances | hold slack [ns] | setup slack (ns) | utilization |
|---|---|---|---|---|
| 4_1_cts | 285 | 0.328 | 0.139 | 0.186 |
| 3_5_place_dp | 277 | 0.464 | 0.449 | 0.175 |
| 2_1_floorplan | 131 | 0.444 | 1.10 | - |
| 3_3_place_gp | 277 | 0.473 | 0.456 | 0.175 |
