<file path="/design/flow/config.mk">
export PLATFORM = sky130hd
export DESIGN_NAME = I2C_led_slave
export DESIGN_NICKNAME = I2C_led_slave
export VERILOG_FILES = /design/flow/design.v
export SDC_FILE = /design/flow/constraint.sdc
export NUM_CORES = 4
export LEC_CHECK = 1
export CORE_UTILIZATION = 30
</file>
<file path="/design/flow/constraint.sdc">
current_design I2C_led_slave

set clk_period 2.1
set clk_io_pct 0.2

create_clock -name clk0 -period $clk_period [get_ports {clk}]

set non_clock_inputs [all_inputs -no_clocks]
set_input_delay [expr $clk_period * $clk_io_pct] -clock clk0 $non_clock_inputs
set_output_delay [expr $clk_period * $clk_io_pct] -clock clk0 [all_outputs]
</file>
<file path="/design/flow/design.v">
`timescale 1ns / 1ps
module I2C_led_slave (
    input  logic       clk,
    input  logic       reset,
    input  logic       scl,
    inout  logic       sda,
    input  logic [7:0] tx_data,
    output logic       tx_ready,
    output logic       tx_done,
    output logic [7:0] rx_data,
    output logic       rx_done,
    output logic       start
);
    logic scl_sync1, scl_sync2;
    logic scl_rising_edge, scl_falling_edge;
    always_ff @(posedge clk, posedge reset) begin
        if (reset) begin
            scl_sync1 <= 0;
            scl_sync2 <= 0;
        end else begin
            scl_sync1 <= scl;
            scl_sync2 <= scl_sync1;
        end
    end
    assign scl_rising_edge  = scl_sync1 & ~scl_sync2;
    assign scl_falling_edge = ~scl_sync1 & scl_sync2;
    typedef enum {
        IDLE,
        ADDR,
        READ,
        WRITE,
        ACK1,
        ACK2,
        ACK3,
        ACK4,
        DACK1,
        DACK2,
        DACK3,
        DACK4,
        STOP
    } state_e;
    state_e state, state_next;
    logic sda_out_en, sda_out_en_next;
    logic sda_write_reg, sda_write_next;
    logic [7:0] rx_data_reg, rx_data_next;
    logic [2:0] bit_cnt_reg, bit_cnt_next;
    logic [7:0] addr_next, addr_reg;
    assign rx_data = rx_data_reg;
    always_ff @(posedge clk, posedge reset) begin
        if (reset) begin
            state         <= IDLE;
            sda_out_en    <= 1'b0;
            sda_write_reg <= 0;
            rx_data_reg   <= 0;
            bit_cnt_reg   <= 0;
            addr_reg      <= 0;
        end else begin
            state         <= state_next;
            sda_out_en    <= sda_out_en_next;
            sda_write_reg <= sda_write_next;
            rx_data_reg   <= rx_data_next;
            bit_cnt_reg   <= bit_cnt_next;
            addr_reg      <= addr_next;
        end
    end
    always_comb begin
        state_next      = state;
        sda_out_en_next = sda_out_en;
        sda_write_next  = sda_write_reg;
        rx_data_next    = rx_data_reg;
        bit_cnt_next    = bit_cnt_reg;
        addr_next       = addr_reg;
        rx_done         = 1'b0;
        start           = 0;
        case (state)
            IDLE: begin
                sda_out_en_next = 1'b0;
                if (scl && ~sda) begin
                    state_next   = ADDR;
                    bit_cnt_next = 0;
                end
            end
            ADDR: begin
                sda_out_en_next = 1'b0;
                if (scl_rising_edge) begin
                    addr_next = {addr_reg[6:0], sda};
                    if (bit_cnt_reg == 7) begin
                        bit_cnt_next = 0;
                        state_next   = ACK1;
                    end else begin
                        bit_cnt_next = bit_cnt_reg + 1;
                    end
                end
            end
            ACK1: begin
                if (scl_falling_edge) begin
                    state_next = ACK2;
                end
            end
            ACK2: begin
                sda_out_en_next = 1'b0;
                sda_write_next  = 1'b0;
                if (scl_rising_edge) begin
                    state_next = ACK3;
                end
            end
            ACK3: begin
                sda_out_en_next = 1'b0;
                sda_write_next  = 1'b0;
                if (scl_falling_edge) begin
                    sda_out_en_next = 1'b0;
                    rx_done = 1'b1;
                    if (addr_reg[7:1] == 7'b0000111) begin
                        state_next = READ;
                        start = 1;
                    end else begin
                        state_next = IDLE;
                        addr_next   = 0;
                    end
                end
            end
            READ: begin
                sda_out_en_next = 1'b0;
                if (scl_rising_edge) begin
                    rx_data_next = {rx_data_reg[6:0], sda};
                    if (bit_cnt_reg == 7) begin
                        bit_cnt_next = 0;
                        state_next   = DACK1;
                    end else begin
                        bit_cnt_next = bit_cnt_reg + 1;
                    end
                end
            end
            DACK1: begin
                if (scl_falling_edge) begin
                    state_next = DACK2;
                end
            end
            DACK2: begin
                sda_out_en_next = 1'b0;
                sda_write_next  = 1'b0;
                if (scl_rising_edge) begin
                    state_next = DACK3;
                end
            end
            DACK3: begin
                sda_out_en_next = 1'b0;
                sda_write_next  = 1'b0;
                if (scl_falling_edge) begin
                    state_next = DACK4;
                end
            end
            DACK4: begin
                sda_out_en_next = 1'b0;
                sda_write_next  = 1'b0;
                if (scl_rising_edge) begin
                    state_next = STOP;
                    sda_out_en_next = 1'b0;
                    rx_done = 1'b1;
                end
            end
            STOP: begin
                    state_next = IDLE;
            end
        endcase
    end
endmodule
</file>
<file path="/design/flow/run.sh">
#!/bin/bash
# OpenROAD 26Q1-2900-gdf79404cd8, Yosys 0.63+post, stock flow scripts
make -C /OpenROAD-flow-scripts/flow DESIGN_CONFIG=/design/flow/config.mk WORK_HOME=/design/flow/orfs finish
</file>
==> metrics.yaml <==
row_count: 24
syn_area_per_cell_um2: 11.5
dpl.cell_count: 184
ys_cells: 119
tool.error: "[ERROR RSZ-0074] Failed to build tree from global routes for pin 'sda' and net 'sda' at grid (65550, 24150): found route to 3 pins, expected 2"
io_buffers: 12
fp.dieW_um: 69.6
numSynthFlops: 32
outcome: "stopped before the end"
cts.path.max_buffers: 2
synth_cells: 119
gp_congestion: 0.783
cts.sinks: 32
io_pins: 24
unconstrained_endpoints: 1
syn-cell-area_um2: 1370
ctsHoldBuffers: 0
lastStage: "5_1_grt"
cts-root-buf: "clkbuf_8"
ys_seq_share_pct: 58.5
synth_chip_area_um2: 1370
die_h_um: 69.6
grt_max_degree: 33
fp_util_pct: 31.3
cts_made_buffers: 5
dp_hpwl_mm: 1.68
synth_cell_types: 33
cts-htree-levels: 2
yosysWarningCount: 3
## synth_stat cells, drive strengths merged
cell / number / area share (%)
nor2: 11 / 3.0
inv: 5 / 1.4
dfrtp: 31 / 57
conb: 1 / 0.27
mux2: 7 / 5.7
dfstp: 1 / 1.9
a21oi: 7 / 2.6
nor3b: 1 / 0.55
buf: 3 / 1.6
nand3: 1 / 0.36
and3: 1 / 0.82
and2: 1 / 0.46
a211o: 1 / 0.64
a21boi: 1 / 0.55
nand2: 8 / 2.4
a22o: 9 / 5.7
nor2b: 3 / 1.9
nand4: 1 / 0.46
nand3b: 1 / 0.55
nand2b: 1 / 0.46
nor3: 1 / 0.36
ha: 2 / 1.8
clkbuf: 1 / 0.27
or2: 1 / 0.46
o21ai: 9 / 3.3
a32o: 1 / 0.73
o22ai: 5 / 2.7
a31o: 2 / 1.3
a21o: 2 / 1.1
## cell families after synthesis
group,after synthesis,synth area share (%)
AOI/OAI and AO/OA,37,18.6
and+or+nand+nor,31,11.8
buffers and inverters,9,3.28
other,1,0.273
DFF,32,58.5
muxes,7,5.75
adders and majority gates,2,1.82
## what timing repair did
item / CTS
buffers inserted: 11
gates resized: 4
endpoints found under the setup margin: 2
pin swaps: 2
## through the flow
stage	hold slack [ns]	worst slack [ns]	utilization, %	area [µm²]
4_1_cts	0.269	0.00256	39.6	1740
3_5_place_dp	0.434	0.116	35.7	1560
3_3_place_gp	0.434	0.136	35.7	1560
2_1_floorplan	0.418	0.702	-	1380
